**/design/flow/run.sh**
```bash
#!/bin/bash
# OpenROAD 26Q1-2900-gdf79404cd8, Yosys 0.63+post, stock flow scripts
make -C /OpenROAD-flow-scripts/flow DESIGN_CONFIG=/design/flow/config.mk WORK_HOME=/design/flow/orfs finish
```
**/design/flow/config.mk**
```make
export PLATFORM = sky130hd
export DESIGN_NAME = vendingtop
export DESIGN_NICKNAME = vendingtop
export VERILOG_FILES = /design/flow/design.v
export SDC_FILE = /design/flow/constraint.sdc
export NUM_CORES = 4
export LEC_CHECK = 1
export CORE_AREA = 10 10 71 71
export DIE_AREA = 0 0 81 81
```
**/design/flow/constraint.sdc**
```tcl
current_design vendingtop

set clk_period 2.0
set clk_io_pct 0.2

create_clock -name clk0 -period $clk_period [get_ports {clock}]

set non_clock_inputs [all_inputs -no_clocks]
set_input_delay [expr $clk_period * $clk_io_pct] -clock clk0 $non_clock_inputs
set_output_delay [expr $clk_period * $clk_io_pct] -clock clk0 [all_outputs]
```
**/design/flow/design.v**
```verilog
module vendingfsmd(input wire clk,
		   input wire  rst,
		   input wire  c,
		   output wire d);
   parameter COIN = 25,    
             COST = 125;   
   wire 			    add, clr, compare;
   wire [7:0] 			    a;
   wire [7:0] 			    s;
   assign a = COIN;
   assign s = COST;
   vendingdp dp(.clk(clk),
		.a(a),
		.s(s),
		.add(add),
		.clr(clr),
		.compare(compare));
   vendingfsm fsm(.rst(rst),
		  .clk(clk),
		  .c(c),
		  .compare(compare),
		  .add(add),
		  .clr(clr),
		  .d(d));
endmodule
module vendingdp(input  wire clk,
		 input wire [7:0] a,
		 input wire [7:0] s,
		 input wire 	  add,
		 input wire 	  clr,
                 output wire 	  compare);
   reg [7:0] 			  total;
   wire [7:0] 			  total_next;
   always @(posedge clk)
     total <= total_next;   
   assign total_next = clr ? 8'b0 :
	               add ? total + a :
		       total;
   assign compare = (total < s);
endmodule	 
module vendingfsm(input  wire  rst,
		  input  wire  clk,
		  input  wire  c,
		  input  wire  compare,
		  output reg   add,
		  output reg   clr,
		  output reg   d);
   localparam SInit = 0, Wait = 1, Add = 2, Disp = 3;
   reg [1:0] 		      state, next_state;
   always @(posedge clk, posedge rst)
     if (rst)
       state <= SInit;
     else
       state <= next_state;
   always @(*)
     begin
	add = 1'b0;
	clr = 1'b0;
	d   = 1'b0;
	case (state)
	  SInit:	    
	    begin
	       clr = 1'b1;
               next_state = Wait;
	    end
	  Wait: 
	    begin
	       if (~c & compare)       next_state = Wait;
               else if (~c & ~compare) next_state = Disp;
               else                    next_state = Add;
	    end
	  Add:
	    begin
	       add = 1'b1;
               next_state = Wait;
	    end
	  Disp: 
	    begin
	       d   = 1'b1;
               next_state = SInit;
	    end
	  default:
	  	next_state = SInit;
	endcase
     end
endmodule
module vendingtop(
		  input        clock,
		  input [3:0]  key,
		  output [9:0] led);
   vendingfsmd dut(clock, 
		   key[0], 
		   key[1], 
		   led[0]);
endmodule
```
==> results.txt <==
This memo summarizes the results of the implementation run.

Outcome
The flow ran to the end, and the final reports show no timing, DRC or antenna violations.

Clocking
No sink is reached through more buffers than the 2 on the longest clock path. The number of H-tree levels is 1. The number of hold buffers added after CTS is 0.

The clock tree has to reach 12 sinks. TritonCTS created 3 clock buffers. TritonCTS built the clock tree.

The post-CTS clock slew at the launch and capture registers of the worst setup and hold paths is 0.05 ns. The root buffer cell chosen for the clock tree is sky130_fd_sc_hd__clkbuf_8. The post-CTS setup-driven buffer insertion count is 0. The clock latency reported for the late side of the worst-skew pair is 0.23 ns. The number of gates resized after CTS was 0.

Power and ir drop
The overall power is around 0.47 mW. The peak supply drop is 0.155 mV. The analysis attributes to cell leakage a power of 0.293 nW. The cell area power density is 661 nW/µm².

Synthesis
After synthesis the cells add up to 616 µm². The main area contributors are sky130_fd_sc_hd__dfxtp_1 26%, sky130_fd_sc_hd__buf_4 12%, sky130_fd_sc_hd__dfrtp_1 12%. Counting flops with a built-in enable in the synthesized netlist gives 0. The area share of the leading cell type in the synthesized netlist is 0.260. According to the Yosys statistics, the synthesized design has a chip area of around 620 µm².

The synthesized design contains 12 register bits. The prevailing post-synth register cell is sky130_fd_sc_hd__dfxtp_1. The post-synthesis area per instance is 9.33 µm². For this run, the number of Yosys warnings is 11. The cell count listed in synth_stat.txt is 66. The async set-reset flop share out of synthesis is 0.333. The count of different cell masters after synthesis is 29.

The sequential-to-total area share from yosys stat is 0.425. The most area-hungry cell type in the Yosys netlist is sky130_fd_sc_hd__dfxtp_1. Synthesis produced a netlist whose cell count is between 60 and 70.

Cells and area
Compared with the post-synthesis result, the final layout area differs by 15.0%. The layout cell share with drive strength beyond 1 is 0.0845.

Critical path
The worst setup path is launched from a flip-flop. The worst setup path is captured at a flip-flop. The OpenROAD report gives the critical path a required time of 2.17 ns. The path type of the worst setup path is flip-flop to flip-flop. Max fanout on the critical path was recorded as 9.

The arrival time of data at the worst endpoint is listed as 1.85 ns.

Final timing
The total of endpoints with negative setup slack in the final report is 0. Setup repair after global routing left no endpoint under its margin. For the finished layout, the period the worst path requires is 1.68 ns. The number of max-slew violations in the final report is 0. Clock skew on the completed layout was measured at 0.00106 ns. Dividing the final minimum period by the clock period gives 0.839. In this build the clock could be raised as far as 596 MHz. The post-route setup TNS is 0 ns. The total count of hold-check failures in the final report is 0.

Global route
The maximum number of pins on one net before global-route repair is 10. On met3, the global router reports a usage of 0.0145. The most used routing layer in global routing is met1. The number of antenna violations at the first check in global routing is 0. The first global-routing pass estimated 1830 µm of wire.

The global routing report lists combined usage of all routing layers as 0.0339. The total overflow reported by the global router is 0. The fraction of met1 tracks used by global routing is 0.0487.

The global routing report lists met2 layer usage as 0.0462. The via count of the first global-routing pass is 409.

Run
The number of max-cap violations is 0. OpenROAD emitted warnings numbering 28.

Placed design
The port buffer count is 3. The final RePlAce weighted congestion is 0.801. The total half-perimeter wirelength after legalization and detailed placement is 812 µm.

Drt
For this run, the detailed router reports a per-instance via density of about 3.5. The first-pass detailed-route iteration total is 4. The count of vias placed by the detailed router is roughly 420. The antenna violation net count after detailed routing is 0. The antenna diode count is 0.

The first routing iteration left 55 violations. The final routed wire length divided by cell count is just over 9 µm. Per the detail_route report, DRC violations left total 0. Wires add up to 1100 µm.

Floorplanning
The total area inside the core boundary comes to 3630 µm². The area of the die is 6560 µm². The cell row count is 22. The die is 81 µm tall.

15 I/O pins were placed. The initial utilization of the core area, before any placement, comes to 0.169. Measured along the x axis, the die boundary spans 81 µm.

Min path
The kind of path behind the tightest hold check is primary input to async pin.
==> metal layers <==
metal  vias to the layer above  part of all wire  wire [µm]
met3                         2             0.054         59
met5                         -                 0          0
met1                       188              0.51        554
met2                         8              0.43        470
met4                         0            0.0091         10
li1                        224                 -          -
==> final timing paths <==
kind                                                  from  slack [ns]                           end  cells past startpoint
worst max-delay path            dut.fsm.state[2]$_DFF_PP0_        0.32  dut.dp.total[4]$_SDFFE_PN0N_                      3
worst min-delay path                                key[0]        0.36    dut.fsm.state[2]$_DFF_PP0_                      2
worst max register to register  dut.fsm.state[2]$_DFF_PP0_        0.32  dut.dp.total[4]$_SDFFE_PN0N_                      3
worst min register to register  dut.fsm.state[3]$_DFF_PP0_        0.45    dut.fsm.state[0]$_DFF_PP1_                      0
max in group asynchronous                           key[0]        1.42    dut.fsm.state[0]$_DFF_PP1_                      2
min in group clk0               dut.fsm.state[3]$_DFF_PP0_        0.45    dut.fsm.state[0]$_DFF_PP1_                      0
==> cells in the final DEF, fill, tap and decap left out, drive strengths merged, types with 2 or more instances in the layout <==
master         count
nand2              3
clkbuf             4
o21ai              2
ha                 2
dfxtp              8
xnor2              2
or4                2
conb               9
clkdlybuf4s50      3
dfrtp              3
nor2               3
o31ai              2
a21oi              5
or3                3
nor3               2
and2               2
inv                4
==> worst max-delay path, stage by stage, from the launching register on <==
cell and delay [ns]:
sky130_fd_sc_hd__dfrtp_1 0.43, sky130_fd_sc_hd__or3_1 0.53, sky130_fd_sc_hd__or4_1 0.51, sky130_fd_sc_hd__a21oi_1 0.14
==> cells in the mapped netlist, types with 2 or more instances <==
library cell,instances
sky130_fd_sc_hd__buf_4,10
sky130_fd_sc_hd__dfxtp_1,8
sky130_fd_sc_hd__a21oi_1,5
sky130_fd_sc_hd__inv_1,4
sky130_fd_sc_hd__dfrtp_1,3
sky130_fd_sc_hd__nand2_1,3
sky130_fd_sc_hd__nor2_1,3
sky130_fd_sc_hd__or3_1,3
sky130_fd_sc_hd__and2_1,2
sky130_fd_sc_hd__ha_1,2
sky130_fd_sc_hd__nor3_1,2
sky130_fd_sc_hd__o31ai_1,2
sky130_fd_sc_hd__or4_1,2
sky130_fd_sc_hd__xnor2_1,2
==> power breakdown <==
| group | leakage, nW | internal (mW) | total, mW | switching, mW |
|---|---|---|---|---|
| combinational | 0.153 | 0.00376 | 0.00733 | 0.00358 |
| sequential | 0.117 | 0.241 | 0.241 | 0 |
| clock | 0.0228 | 0.140 | 0.220 | 0.0803 |
| total | 0.293 | 0.384 | 0.468 | 0.0838 |
==> cell type report <==
type | instances | area, µm²
clock buffer | 4 | 45.0
inverter | 4 | 15.0
sequential | 12 | 262
multi-input combinational | 47 | 289
timing repair buffer | 4 | 37.5
fill | 409 | 2930
tap | 48 | 60.1
==> sequential cells by signal, summed over array words and instances, names as in the netlist <==
register	flops
dut.fsm.state	4
dut.dp.total	8
==> logic make-up after synthesis <==
| kind of cell | share of synthesized area |
|---|---|
| buf+inv | 0.154 |
| fa+ha+maj | 0.0406 |
| other cells | 0.00609 |
| compound gates | 0.136 |
| xor+xnor | 0.0285 |
| mux | 0.0183 |
| simple gates | 0.191 |
| flops | 0.425 |
==> metrics by stage <==
step | cell area [µm²] | utilization | instances | hold slack (ns) | worst slack (ns)
after global placement | 663 | 0.183 | 115 | 0.436 | 0.372
after global routing | 708 | 0.195 | 119 | 0.385 | 0.258
after floorplan | 646 | - | 74 | 0.165 | 0.437
final | 708 | 0.195 | 119 | 0.358 | 0.323
after detailed placement | 663 | 0.183 | 115 | 0.441 | 0.349
after CTS | 708 | 0.195 | 119 | 0.370 | 0.331
Power figures rest on the tool's default switching activity, not on a simulated workload.
