[/design/flow/constraint.sdc]
current_design laserdistancefsmd

set clk_period 3.4
set clk_io_pct 0.2

create_clock -name clk0 -period $clk_period [get_ports {clk}]

set non_clock_inputs [all_inputs -no_clocks]
set_input_delay [expr $clk_period * $clk_io_pct] -clock clk0 $non_clock_inputs
set_output_delay [expr $clk_period * $clk_io_pct] -clock clk0 [all_outputs]
[/design/flow/design.v]
module laserdistancedp(input  wire clk,
                       input wire 	  Qclr, Dclr, Dinc, Qupd,
                       output wire [15:0] D
                       );
   reg [15:0] 				  Dctr;
   wire [15:0] 				  Dctr_next;
   reg [15:0] 				  Q;
   wire [15:0] 				  Q_next;
   always @(posedge clk)
     begin
	Dctr <= Dctr_next;
	Q    <= Q_next;
     end
   assign Dctr_next = Dclr ? 16'b0 :
                      Dinc ? Dctr + 16'b1 :
                      Dctr;
   assign Q_next    = Qupd ? (Dctr >> 1) : 
                      Qclr ? 16'd0       : Q;
   assign D = Q;
endmodule
module laserdistancefsmd(input wire clk,
                         input wire 	    reset,
                         input wire 	    B,
                         input wire 	    S,
                         output wire 	    L,
                         output wire [15:0] D);
   reg 					    Qclr, Dclr, Dinc, Qupd, Lctl;
   laserdistancedp mydp(clk, Qclr, Dclr, Dinc, Qupd, D);
   localparam S0 = 3'd0, S1 = 3'd1, S2 = 3'd2, S3 = 3'd3, S4 = 3'd4;
   reg [2:0] 				    state, nextstate;
   always @(posedge clk, posedge reset)
     if (reset)
       state <= S0;
     else
       state <= nextstate;
    always @(*)
      begin
	 Qclr      = 1'b0;
	 Dclr      = 1'b0;
	 Dinc      = 1'b0;
	 Qupd      = 1'b0;
	 Lctl      = 1'b0;
	 nextstate = S0;
	 case (state)
           S0: begin
              Qclr      = 1'b1;
              nextstate = S1;
           end
           S1: if (B) 
             begin
                Lctl       = 1'b1;
                nextstate  = S2;
             end 
           else 
             begin
                Dclr       = 1'b1;
                nextstate  = S1;
             end
           S2: nextstate = S3;
           S3: if (S)
             begin
		Qupd        = 1'b1;
		nextstate   = S4;
             end
           else
             begin
		Dinc        = 1'b1;
		nextstate   = S3;
             end
           S4: nextstate = S1;
           default: nextstate = S0;
	 endcase
      end
   assign L = Lctl;  
endmodule
[/design/flow/config.mk]
export PLATFORM = sky130hd
export DESIGN_NAME = laserdistancefsmd
export DESIGN_NICKNAME = laserdistancefsmd
export VERILOG_FILES = /design/flow/design.v
export SDC_FILE = /design/flow/constraint.sdc
export NUM_CORES = 4
export LEC_CHECK = 1
export CORE_AREA = 10 10 109 109
export DIE_AREA = 0 0 119 119
[/design/flow/run.sh]
#!/bin/bash
# OpenROAD 26Q1-2900-gdf79404cd8, Yosys 0.63+post, stock flow scripts
make -C /OpenROAD-flow-scripts/flow DESIGN_CONFIG=/design/flow/config.mk WORK_HOME=/design/flow/orfs finish
==> flow_summary.json <==
{
  "status": "finished clean",
  "io_pins": 21,
  "regArea_um2": 897,
  "synth_top_area_share": 0.304,
  "fin_hold_ws_ns": 0.445,
  "report.final.slew_viol_count": 0,
  "hp-class": "reg2reg",
  "initial_utilization": 0.154,
  "rsz0062_at_grt": "false",
  "grt_overflow": 0,
  "clock.fmax_mhz": 403,
  "ant_nets": 0,
  "start_kind": "input port",
  "synth_cells": 127,
  "cts.path.max_buffers": 2,
  "ctsHoldBuffers": 0,
  "netlist_area_um2": 1480,
  "r2r_slack_ns": 1.70,
  "diodes": 0,
  "worst_pin_slew_ns": 0.507,
  "core-area_um2": 9640,
  "cap_violations": 0,
  "ys.flops": 36,
  "synth_cell_types": 35,
  "finalHoldViolCount": 0,
  "routedWlPerCell_um": 9.32,
  "setup_viol": 0,
  "vdd_drop_max_uv": 137,
  "placed_area_um2": 1810,
  "final.setup.tns_ns": 0,
  "rr_worst_depth": 4,
  "most_common_cell": "dfxtp_1",
  "synth_chip_area_um2": 1480,
  "fin_util": 0.199,
  "synth-async-reset-ratio": 0.139,
  "gp_congestion": 0.760,
  "hold_end": "state[4]$_DFF_PP0_",
  "fin_cells": 282,
  "cts_resized": 0,
  "grt_pass1_wl_um": 4370,
  "maxSlewHeadroom": 0.661,
  "endpoint_kind": "primary output",
  "dieArea_um2": 14200,
  "antenna_found_initial": 0,
  "cts_buffers": 5,
  "clk_latency_ns": 0.28,
  "num_rows": 36,
  "grt_pass1_vias": 901,
  "clkTransAtPathRegs_ns": 0.07,
  "wirelength_um": 2630,
  "die_w_um": 119,
  "drive_above_1_share": 0.101,
  "powerDensity_nw_per_um2": 473,
  "crit_fanout": 3,
  "syn_avg_cell_area_um2": 11.7,
  "via_per_inst": 3.36,
  "nFillCells": 1050,
  "critPathArrivalTime_ns": 1.80,
  "post-route-drc-count": 0,
  "period_minus_slack_ns": 2.48,
  "design_area_um2": 1910,
  "tool_warnings": 25,
  "cts_root_buffer": "clkbuf_8",
  "htreeDepth": 2,
  "num_vias": 947,
  "p_leak_uw": 0.000729,
  "worstPathRequired_ns": 2.72,
  "synthTopCellsByCount": "16 x dfxtp_1, 15 x edfxtp_1, 14 x and3_1, 14 x nor2_1, 10 x xor2_1",
  "edf_count": 15,
  "hpwl_um": 1900,
  "cts.sinks": 36,
  "portBuffers": 19,
  "grt_start_max_net_pins": 20,
  "hold_depth": 1,
  "path_class": "in2out",
  "yosys.area.top_type": "edfxtp_1",
  "synth_seq_share": 0.605,
  "timing.rr.end": "mydp.Dctr[15]$_SDFFE_PP0P_",
  "combGateArea_um2": 538,
  "cts_tree": "yes",
  "fin_crit_sh": 0.731,
  "die_h_um": 119,
  "area_growth_syn_to_layout_pct": 29.0,
  "topCellsByArea": "edfxtp_1 30%, dfxtp_1 22%, dfrtp_1 6.7%",
  "flop_cell": "dfxtp_1",
  "holdCritStartpoint": "state[2]$_DFF_PP0_",
  "yosysCellCount": 127,
  "drt_first_pass_iters": 4,
  "skew_ns": 0.00444,
  "dp.cells": 274,
  "grt_util_all_layers": 0.0367,
  "drtIter0Drc": 30,
  "cts_setup_buffers": 0,
  "synth_warnings": 2,
  "reg2reg_from": "state[4]$_DFF_PP0_"
}
==> worst max-delay path, cell delays in order <==
cell and delay (ns):
clkdlybuf4s50_1 0.49, and2_1 0.16, clkdlybuf4s50_1 0.47
==> state kept, by name, summed over array words and instances (netlist names) <==
| signal | flops |
|---|---|
| state | 5 |
| mydp.Q | 15 |
| mydp.Dctr | 16 |
==> power breakdown <==
group | internal [µW] | switching [µW]
logic | 34.1 | 24.6
registers | 471 | 13.6
clock network | 217 | 143
==> through the flow <==
step | power, µW | setup slack, ns
2_1_floorplan | 518 | 1.70
3_3_place_gp | 554 | 0.849
3_5_place_dp | 555 | 0.817
4_1_cts | 915 | 0.899
5_1_grt | 947 | 0.819
6_report | 905 | 0.916
==> layout by cell type, fill, tap and decap left out, types with 2 or more instances in the layout <==
cell type	count
clkdlybuf4s50_1	19
dfxtp_1	16
edfxtp_1	15
nor2_1	14
and3_1	14
xor2_1	10
nand4_1	6
nand2_1	5
clkbuf_8	5
nand3_1	4
dfrtp_1	4
and2_1	3
or3_1	3
or2_2	2
xnor2_1	2
inv_1	2
and4_1	2
o21ai_0	2
conb_1	2
==> logic make-up (layout without fill, tap and decap cells) <==
kind of cell | count (synthesis) | in the layout | synth area share
compound gates | 4 | 4 | 0.0135
xor+xnor | 12 | 12 | 0.0708
fa+ha+maj | 1 | 1 | 0.00843
buf+inv | 9 | 30 | 0.0354
flops | 36 | 36 | 0.605
mux | 1 | 1 | 0.00675
other cells | 1 | 2 | 0.00253
simple gates | 63 | 63 | 0.258
==> worst max-delay path by stage <==
stage | slack (ns) | start | endpoint | depth (start not counted)
finish | 0.92 | B | L | 3
global route | 0.82 | B | L | 3
CTS | 0.90 | B | L | 3
==> cell type report <==
class,instances,area share
Sequential cell,36,0.469
Multi-Input combinational cell,83,0.281
Timing Repair Buffer,20,0.103
Tap cell,133,0.0869
Clock buffer,6,0.0379
Clock inverter,2,0.0183
Inverter,2,0.00392
==> layer usage <==
metal	global-route usage	up-vias	routed length, µm
li1	-	489	-
met1	0.0535	430	1360
met2	0.0481	23	1000
met3	0.0187	5	233
met4	0.00611	0	36
met5	0	-	0
Power figures rest on the tool's default switching activity, not on a simulated workload.
